[/design/flow/design.v]
`timescale 1ns / 1ps
module LedCPUcore(clk, rst, addrRd, dataRd, outPattern);
input clk, rst;
input [15:0] dataRd;
output reg [7:0] addrRd;
output reg [7:0] outPattern;
reg [7:0] addrRdNxt, outPatternNxt;
reg [25:0] counter, counterNext;
reg state, stateNxt;
parameter FREQ = 0;
always@(posedge clk) begin
	counter <= #1 counterNext;
	addrRd <= #1 addrRdNxt;
	outPattern <= #1 outPatternNxt;
	state <= #1 stateNxt;
end
always@* begin
	counterNext = counter;
	outPatternNxt = outPattern;
	addrRdNxt = addrRd;
	stateNxt = state;
	if (rst)
		stateNxt = 0;
	else if (dataRd[7:0] == 0)  
		addrRdNxt = dataRd[15:8];
	else if (dataRd[7:0] == 8'b00001000)
		stateNxt = 1;
	if (counter == (FREQ * dataRd[7:0])-1) begin
		counterNext = 0;
		case(state)
			0: addrRdNxt = 0;
			1:	begin
				addrRdNxt = addrRd +1;
				outPatternNxt = dataRd[15:8];
			end
		endcase
	end
	else
		counterNext = counter +1;
end
endmodule
`timescale 1ns / 1ps
module LedCPUwithROM(clk, rst, outPattern);
input clk, rst;
output [7:0] outPattern;
parameter FREQ = 50_000_000/16;
wire [ 7:0]addrRd;
wire [15:0]dataRd;
LedCPUcore #(FREQ) LedCPUcore1(.clk(clk), .rst(rst), .addrRd(addrRd), .dataRd(dataRd), .outPattern(outPattern));
ROM ROM(.addrRd(addrRd), .dataRd(dataRd));
endmodule
`timescale 1ns / 1ps
module ROM(addrRd, dataRd);
input [7:0] addrRd;
output reg [15:0] dataRd;
always @(*) begin
        case(addrRd)
            8'h00   : dataRd = 16'b10000000_00001000;
            8'h01   : dataRd = 16'b01000000_00001000;
            8'h02   : dataRd = 16'b00100000_00001000;
            8'h03   : dataRd = 16'b00010000_00001000;
            8'h04   : dataRd = 16'b00001000_00001000;
            8'h05   : dataRd = 16'b00000100_00001000;
            8'h06   : dataRd = 16'b00000010_00001000;
            8'h07   : dataRd = 16'b00000001_00001000;
            8'h08   : dataRd = 16'b00000010_00001000;
            8'h09   : dataRd = 16'b00000100_00001000;
            8'h0A   : dataRd = 16'b00001000_00001000;
            8'h0B   : dataRd = 16'b00010000_00001000;
            8'h0C   : dataRd = 16'b00100000_00001000;
            8'h0D   : dataRd = 16'b01000000_00001000;
            8'h0E   : dataRd = 16'b00000000_00000000;
            8'h0F   : dataRd = 16'b00000000_00000000;
            default : dataRd = 16'b00000000_00000000;
        endcase
    end
endmodule
[/design/flow/run.sh]
#!/bin/bash
# OpenROAD 26Q1-2900-gdf79404cd8, Yosys 0.63+post, stock flow scripts
make -C /OpenROAD-flow-scripts/flow DESIGN_CONFIG=/design/flow/config.mk WORK_HOME=/design/flow/orfs finish
[/design/flow/config.mk]
export PLATFORM = sky130hd
export DESIGN_NAME = LedCPUwithROM
export DESIGN_NICKNAME = LedCPUwithROM
export VERILOG_FILES = /design/flow/design.v
export SDC_FILE = /design/flow/constraint.sdc
export NUM_CORES = 4
export LEC_CHECK = 1
export CORE_UTILIZATION = 50
[/design/flow/constraint.sdc]
current_design LedCPUwithROM

set clk_period 6.2
set clk_io_pct 0.2

create_clock -name clk0 -period $clk_period [get_ports {clk}]

set non_clock_inputs [all_inputs -no_clocks]
set_input_delay [expr $clk_period * $clk_io_pct] -clock clk0 $non_clock_inputs
set_output_delay [expr $clk_period * $clk_io_pct] -clock clk0 [all_outputs]
==> results_slide.txt <==
Key Metrics from the Run

Clock tree
  • CTS Buf Count: 5
  • Clock Path Buffers: 2
  • CTS clk-pin slew, worst paths: 0.09 ns
  • Clock latency on the worst-skew pair: 0.29 ns
  • Setup Buffers After CTS: 0
  • Clock sink count: 52
  • Clock root buffer: clkbuf_8
  • Post-CTS Resized: 0
  • CTS tree: done
  • H-tree depth: 2
  • Hold buffers post-CTS: 0

Hold path
  • Hold_sp: LedCPUcore1.counter[4]
  • Hold Crit Class: reg -> reg
  • Worst Hold Path Cells: 1
  • Hold path endpoint: LedCPUcore1.counter[4]

Status
  • Status: finished, final reports clean

STA
  • Min Tclk post-route: 2.722 ns
  • Max Fclk: 367.4 MHz
  • Max-slew headroom: 0.5512
  • Final setup TNS: 0 ns
  • RSZ-0062 raised after global routing: false
  • Worst Tran Pin Value: 0.6671 ns
  • Clock Skew: 0.005811 ns
  • Final Hold Vio Count: 0
  • Slew Viols, Final: 0
  • Tcrit/Tclk final: 0.4390
  • Final setup vio count: 0

Critical path
  • WP data arrival: 2.95 ns
  • Worst endpoint required time: 6.43 ns
  • Worst-path fanout max: 6
  • R2R Setup Slk: 3.62 ns
  • Critical path class: in -> reg
  • CP top delay family: AND-OR/OR-AND gates
  • R2R Path Start: LedCPUcore1.counter[7]
  • CP max stage delay: 0.45 ns
  • Startpoint Class: input port
  • Crit end category: flip-flop
  • WP depth: 6
  • Worst-path cell chain: clkdlybuf4s50_1, a21o_1, a22oi_1, nor3b_1, o211ai_1, a21oi_1
  • Worst r2r path cells: 7
  • CP max-delay cell: a22oi_1
  • Crit path buffers/inverters: 1

Floorplan
  • Die Wd: 70.52 um
  • Core box area: 4444 um^2
  • Standard-cell row count: 24
  • Chip area: 4972 um^2
  • FP Core Util: 0.5282
  • Num ports: 10
  • Die H: 70.52 um

Drt
  • Drt pass-1 iters: 23
  • Post-DRT Antenna Nets: 0
  • # DRC: 0
  • Routed WL: 4503 um
  • Via count: 1,781
  • ANT cells: 0
  • Vias per std cell: 5.745
  • Drt wl/cell: 14.53 um
  • Iter 0 DRT Violations: 138

Yosys
  • Most common reg cell: dfxtp_1
  • Yosys Instances: 244
  • Yosys Chip Area: 2347 um^2
  • Cell area after synthesis: 2347 um^2
  • Async SR Flop Fraction: 0
  • Yosys warns: 2
  • Register area share after synthesis: 0.5117
  • Cell Type Count: 35
  • Synth Area per Inst: 9.620 um^2
  • Number of flops mapped to enable cells by yosys: 16
  • Syn Inst Count: 244
  • Synth Register Bits: 52

Layout
  • Most frequent cells in the layout: dfxtp_1, nand2_1, nor2_1
  • Area grow syn2layout: 10.93%
  • Dominant logic cell type in the layout: dfxtp_1
  • Layout filler cell count: 379
  • Layout cells sized above 1: 0.06202

GRT
  • First-pass GRT wire length: 7521 um
  • GRT Util Overall: 0.2022
  • Pin count of the biggest net entering global routing: 22
  • Initial antenna violation count: 0
  • Vias in the first global route: 1,629
  • Total gr overflow: 0

Job
  • Tool Warnings: 25
  • Max capacitance violation total: 0

Pwr
  • Cell Pwr Density: 222.4 nW/um^2
  • P_leak: 0.9951 nW
  • Total power: 0.0005791 W
  • Maximum vdd ir drop: 110.2 uV

Place
  • I/O Buffers: 9
  • Final Wtd Congestion: 0.8946
  • Final HPWL from detailed placement: 3304 um
==> how the worst max path moves through the flow <==
| stage | to | start | slack, ns |
|---|---|---|---|
| finish | flip-flop | rst | 3.48 |
| global route | flip-flop | rst | 3.32 |
| CTS | flip-flop | rst | 3.51 |
==> cell usage after synthesis, types with 2 or more instances <==
master | instances | share of area
and3_1 | 4 | 0.011
xnor2_1 | 11 | 0.041
nand3_1 | 16 | 0.034
nor4b_1 | 2 | 0.0075
a22o_1 | 2 | 0.0075
or3_1 | 4 | 0.011
a21oi_1 | 6 | 0.013
dfxtp_1 | 36 | 0.31
xor2_1 | 16 | 0.060
a221oi_1 | 2 | 0.0075
inv_1 | 4 | 0.0064
nor4_1 | 5 | 0.013
a31oi_1 | 2 | 0.0053
and4_1 | 2 | 0.0075
a22oi_1 | 3 | 0.0096
nand2b_1 | 2 | 0.0053
ha_1 | 2 | 0.011
nand2_1 | 35 | 0.056
nor2_1 | 25 | 0.040
and2_1 | 12 | 0.032
edfxtp_1 | 16 | 0.20
nor3_1 | 3 | 0.0064
nand4_1 | 6 | 0.016
clkbuf_1 | 6 | 0.0096
o21ai_0 | 12 | 0.026
==> metrics by stage <==
step	worst slack (ns)	util	hold slack, ns	cells	area [um^2]
after detailed placement	3.199	0.5645	0.4445	302	2509
after global placement	3.222	0.5645	0.4415	302	2509
final	3.478	0.5859	0.4605	310	2604
after floorplan	3.767	-	0.4261	244	2347
after CTS	3.506	0.5859	0.4600	310	2604
after global routing	3.319	0.5859	0.4967	310	2604
==> worst reg2reg max path, stage by stage, from the launching register on <==
cell and delay, ns:
dfxtp_1 0.36, nor4b_2 0.37, nand4_1 0.24, or4_4 0.75, mux2i_4 0.29, xor2_1 0.20
nor4_1 0.07, a31o_1 0.21
==> area by class of cell <==
cell class | instances | area, um^2 | area share
Clock buffer | 7 | 86.33 | 0.03316
Clock inverter | 1 | 8.758 | 0.003364
Inverter | 4 | 15.01 | 0.005766
Multi-Input combinational cell | 182 | 1115 | 0.4282
Sequential cell | 52 | 1201 | 0.4613
Tap cell | 52 | 65.06 | 0.02499
Timing Repair Buffer | 12 | 112.6 | 0.04325
==> layer usage <==
layer  share of wire  global-route usage
met4          0.0042             0.03175
met3           0.089             0.05255
met5               0                   0
met2            0.44              0.2783
met1            0.47              0.3458
==> cell families (layout without fill, tap and decap cells) <==
family / count (synthesis) / after routing / synth area share
AND/OR/NAND/NOR: 120 / 120 / 0.2639
flip-flops: 52 / 52 / 0.5117
AND-OR/OR-AND: 31 / 31 / 0.08156
XOR/XNOR: 27 / 27 / 0.1007
buffers and inverters: 10 / 24 / 0.01599
adder cells (fa/ha/maj): 2 / 2 / 0.01066
multiplexers: 2 / 2 / 0.01546
==> power by group <==
group / leakage, nW / switching (W) / internal, W
registers: 0.451 / 0.00000406 / 0.000356
logic: 0.496 / 0.0000158 / 0.0000105
clock network: 0.0484 / 0.000101 / 0.0000915
No activity file was given, so power comes from the tool's default toggle rates.
