==> design/flow/design.v <==
module VGAwithSwitch(clk, rst, switch,	hsync, vsync, rgb);
input clk, rst;
input [2:0] switch;
output hsync, vsync;
output [2:0] rgb;
wire video_on;
wire [9:0] pixel_x, pixel_y;
vgaSync vgaSync(.clk(clk), .rst(rst), .hsync(hsync), .vsync(vsync), .video_on(video_on), .p_tick(), .pixel_x(pixel_x), .pixel_y(pixel_y));
pixelGeneration pixelGeneration(.switch(switch), .pixel_x(pixel_x), .pixel_y(pixel_y), .video_on(video_on), .rgb(rgb));
endmodule
`timescale 1ns / 1ps
module pixelGeneration(switch, pixel_x, pixel_y, video_on, rgb);
input [2:0] switch;
input [9:0] pixel_x, pixel_y;
input video_on;
output reg [2:0] rgb;
wire square_on;
always @(*) begin
	rgb = 3'b000;
	if(video_on) begin
		if(square_on)
			rgb = switch;
		else
			rgb = 3'b110;
	end
end
assign square_on = ((pixel_x > 320 && pixel_x < 360) && (pixel_y > 220 && pixel_y < 260));
endmodule
module vgaSync(clk, rst, hsync, vsync, video_on, p_tick, pixel_x, pixel_y);
input clk, rst;
output hsync, vsync, video_on, p_tick;
output [9:0] pixel_x, pixel_y;
parameter HD = 640;  
parameter HF = 48;  
parameter HB = 16;  
parameter HR = 96;  
parameter VD = 480;  
parameter VF = 10;  
parameter VB = 33;  
parameter VR = 2;  
reg mod2;
wire mod2Next;
reg [9:0] h_count, h_countNext;
reg [9:0] v_count, v_countNext;
reg v_sync, h_sync;
wire v_syncNext, h_syncNext;
wire h_end, v_end, pixel_tick;
always @(posedge clk) begin
		mod2 <= #1 mod2Next;
		v_count <= #1 v_countNext;
		h_count <= #1 h_countNext;
		v_sync <= #1 v_syncNext;
		h_sync <= #1 h_syncNext;
end
assign mod2Next = rst ? 0 : ~mod2;
assign pixel_tick = mod2;
assign h_end = (h_count == (HD+HF+HB+HR-1));
assign v_end = (v_count == (VD+VF+VB+VR-1));
always @(*) begin
	h_countNext = h_count;
	if(rst)
		h_countNext = 0;
	else if(pixel_tick)  
		if(h_end)
			h_countNext = 0;
		else
			h_countNext = h_count + 1;
end
always @(*) begin
	v_countNext = v_count;
	if(rst)
		v_countNext = 0;
	else if(pixel_tick & h_end)
		if(v_end)
			v_countNext = 0;
		else
			v_countNext = v_count + 1;
end
assign h_syncNext = rst ? 0 : (h_count >= (HD+HB) && h_count <= (HD+HB+HR-1));
assign v_syncNext = rst ? 0 : (v_count >= (VD+VB) && v_count <= (VD+VB+VR-1));
assign video_on = (h_count < HD) && (v_count < VD);
assign hsync = h_sync;
assign vsync = v_sync;
assign p_tick = mod2;
assign pixel_x = h_count;
assign pixel_y = v_count;
endmodule
==> design/flow/run.sh <==
#!/bin/bash
# OpenROAD 26Q1-2900-gdf79404cd8, Yosys 0.63+post, stock flow scripts
make -C /OpenROAD-flow-scripts/flow DESIGN_CONFIG=/design/flow/config.mk WORK_HOME=/design/flow/orfs finish
==> design/flow/config.mk <==
export PLATFORM = sky130hd
export DESIGN_NAME = VGAwithSwitch
export DESIGN_NICKNAME = VGAwithSwitch
export VERILOG_FILES = /design/flow/design.v
export SDC_FILE = /design/flow/constraint.sdc
export NUM_CORES = 4
export LEC_CHECK = 1
export CORE_AREA = 10 10 112 112
export DIE_AREA = 0 0 122 122
==> design/flow/constraint.sdc <==
current_design VGAwithSwitch

set clk_period 2.8
set clk_io_pct 0.2

create_clock -name clk0 -period $clk_period [get_ports {clk}]

set non_clock_inputs [all_inputs -no_clocks]
set_input_delay [expr $clk_period * $clk_io_pct] -clock clk0 $non_clock_inputs
set_output_delay [expr $clk_period * $clk_io_pct] -clock clk0 [all_outputs]
==> impl_metrics.json <==
{
  "status": "complete, no violations",
  "yosys_cells": 158,
  "core_mm2": 0.0102,
  "tightest_slew_ns": 0.575,
  "slew_headroom_pct": 61.6,
  "die-width_um": 122,
  "finalPower_w": 0.000563,
  "start_kind": "flop",
  "edf_count": 0,
  "grt_pass1_vias": 1066,
  "worst-path-buf-inv": 1,
  "cts_max_path_buffers": 2,
  "ys_types": 36,
  "power.density_mw_per_mm2": 352,
  "most_common_cell": "dfxtp_1",
  "end_kind": "output pin",
  "drtIter0Drc": 35,
  "yosysWarningCount": 2,
  "ys.flops": 23,
  "die_area_mm2": 0.0149,
  "cts_setup_buffers": 0,
  "crit_arrival_ns": 2.00,
  "warnings": 29,
  "critPathMaxStageDelay_ns": 0.45,
  "crit_type": "reg2out",
  "fin_crit_sh_pct": 91.4,
  "async_reset_ff_share_pct": 0,
  "cpLargestDelayFamily": "simple AND/OR/NAND/NOR gates",
  "clk_pin_slew_ns": 0.08,
  "die.size.y_um": 122,
  "antenna_found_initial": 1,
  "area_growth_pct": 21.5,
  "fp-utilization_pct": 12.9,
  "avgViaCountPerCell": 3.92,
  "htree_levels": 1,
  "clock_latency_ns": 0.26,
  "setup_viol": 0,
  "vdd_drop_max_mv": 0.142,
  "post_cts_resized": 0,
  "portBuffers": 9,
  "slowest_stage": "clkdlybuf4s50_1",
  "place.gp.congestion": 0.837,
  "ys_area_mm2": 0.00132,
  "timing.fmax_mhz": 391,
  "wl_per_cell_um": 9.80,
  "yosys_most_used_dff": "dfxtp_1",
  "drive_above_1_share_pct": 6.63,
  "hold_viol": 0,
  "fin_cells": 302,
  "p_leak_nw": 0.491,
  "tns_ns": 0,
  "slew_violations": 0,
  "overflow": 0,
  "cp_cell_sequence": "nor4_1 -> a32o_1 -> and3b_1 -> clkdlybuf4s50_1",
  "clock_skew_ns": 0.00413,
  "gr-usage-all-layers_pct": 3.82,
  "drv_cap": 0,
  "dpl.hpwl_um": 2140,
  "num_vias": 1183,
  "grt_max_degree": 18,
  "largest_area_cell": "dfxtp_1",
  "antenna_left": 0,
  "ys_seq_share_pct": 34.9,
  "cp_max_fo": 7,
  "clkSinkCount": 23,
  "required_ns": 2.24,
  "hp-class": "reg2reg",
  "top_cell_area_share_pct": 34.9,
  "post-route-drc-count": 0,
  "min_period_ns": 2.56,
  "cts_tree": "done",
  "cts-root-buf": "clkbuf_8",
  "hold_buffers": 0,
  "io_pins": 10,
  "syn_inst": 158,
  "rsz0062_at_grt": "no",
  "synthesis.area_mm2": 0.00132,
  "area_leaders": "dfxtp_1 (35%), ha_1 (5.7%), xor2_1 (5.3%)",
  "antenna_cells": 0,
  "cts_buffers": 3,
  "grt_pass1_wl_um": 4930,
  "syn_avg_cell_area_um2": 8.34,
  "num_rows": 37,
  "synthTopCellsByCount": "dfxtp_1 (23), nor2_1 (13), nand3_1 (12), a21oi_1 (11), nor3_1 (11)",
  "dr.pass1.iters": 4,
  "post-place-cells": 298,
  "whs_ns": 0.516,
  "wl_um": 2960
}
[state kept, by name (all words and copies together), names as in the netlist]
name / flops
vgaSync.h_sync: 1
vgaSync.h_count: 10
vgaSync.mod2: 1
vgaSync.v_count: 10
vgaSync.v_sync: 1
[where the power goes]
group	switching (W)	leakage (nW)	internal, W
combinational	0.0000115	0.279	0.0000119
sequential	0.00000395	0.186	0.000330
clock	0.000106	0.0255	0.0000993
total	0.000122	0.491	0.000441
[per-layer routing]
| layer | part of all wire (%) | global-route usage (%) |
|---|---|---|
| met5 | 0.44 | 0 |
| met4 | 1.1 | 0.820 |
| met3 | 5.4 | 0.845 |
| met2 | 43 | 5.82 |
| met1 | 50 | 5.41 |
[metrics by stage]
step / instance area [um2] / setup slack [ns] / utilization, %
6_report: 1600 / 0.241 / 15.6
5_1_grt: 1600 / 0.0614 / 15.6
4_1_cts: 1600 / 0.251 / 15.6
3_5_place_dp: 1550 / 0.510 / 15.2
3_3_place_gp: 1550 / 0.490 / 15.2
2_1_floorplan: 1320 / 0.910 / -
[worst paths after layout]
path                                                      start                              end  slack [ns]  cells past startpoint
worst max-delay path            vgaSync.v_count[5]$_SDFFE_PP0P_                           rgb[0]        0.24                      4
worst min register to register  vgaSync.h_count[0]$_SDFFE_PP0P_  vgaSync.h_count[0]$_SDFFE_PP0P_        0.52                      2
worst max register to register  vgaSync.h_count[4]$_SDFFE_PP0P_  vgaSync.v_count[3]$_SDFFE_PP0P_        0.57                      4
worst min-delay path            vgaSync.h_count[0]$_SDFFE_PP0P_  vgaSync.h_count[0]$_SDFFE_PP0P_        0.52                      2
[logic make-up (layout without fill, tap and decap cells)]
kind of cell | Yosys count | in the layout | share of synthesized area, %
AND/OR/NAND/NOR | 80 | 80 | 35.5
AND-OR/OR-AND | 25 | 25 | 11.9
flip-flops | 23 | 23 | 34.9
buffers and inverters | 13 | 21 | 4.65
XOR/XNOR | 11 | 11 | 7.31
adder cells (fa/ha/maj) | 6 | 6 | 5.70
[worst min-delay path, stage by stage, from the launching register on]
cell and delay [ns]:
dfxtp_1 0.34, nand2b_1 0.08, a21oi_1 0.06
[layout by cell type (no fill, tap or decap), drive strengths merged]
master,instances
dfxtp,23
nor2,13
nand3,12
a21oi,12
nor3,11
nand2,9
clkdlybuf4s50,9
xor2,8
inv,6
nor4,6
ha,6
o21ai,5
nand2b,4
and4,3
or3,3
and3,3
nand4b,3
xnor2,3
clkbuf,3
nand4,3
o21bai,2
and2,2
nand4bb,2
or4,2
o311ai,2
buf,2
a32o,1
nor4b,1
and3b,1
o31ai,1
nand3b,1
a2111oi,1
o41ai,1
or4b,1
clkinv,1
[final cells by class]
cell class	instances	area (um2)
clock buffers	3	41.3
clock inverters	1	5.00
fillers	1127	8630
inverters	6	22.5
multi-input cells	122	796
flip-flops and latches	23	460
well taps	136	170
repair buffers	11	105
Power and IR drop assume default switching activity.
